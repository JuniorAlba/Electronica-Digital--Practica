==> flow/design.v <==
module ejercicio3a (
    input wire clk,
    input wire reset,
    input wire [9:0] dec,   
    output reg [3:0] salida
);
    always @(*) begin
        case (dec)
            10'b0000000001: salida = 4'b0000;
            10'b0000000010: salida = 4'b0001;
            10'b0000000100: salida = 4'b0010;
            10'b0000001000: salida = 4'b0011;
            10'b0000010000: salida = 4'b0100;
            10'b0000100000: salida = 4'b0101;
            10'b0001000000: salida = 4'b0110;
            10'b0010000000: salida = 4'b0111;
            10'b0100000000: salida = 4'b1000;
            10'b1000000000: salida = 4'b1001;
            10'b0000000000: salida = 4'b1111;  
            default: salida = 4'bxxxx;
        endcase
    end
endmodule
==> flow/run.sh <==
#!/bin/bash
# OpenROAD 26Q1-2900-gdf79404cd8, Yosys 0.63+post, stock flow scripts
make -C /OpenROAD-flow-scripts/flow DESIGN_CONFIG=/design/flow/config.mk WORK_HOME=/design/flow/orfs finish
==> flow/config.mk <==
export PLATFORM = sky130hd
export DESIGN_NAME = ejercicio3a
export DESIGN_NICKNAME = ejercicio3a
export VERILOG_FILES = /design/flow/design.v
export SDC_FILE = /design/flow/constraint.sdc
export NUM_CORES = 4
export LEC_CHECK = 1
export CORE_AREA = 10 10 70 70
export DIE_AREA = 0 0 80 80
==> flow/constraint.sdc <==
current_design ejercicio3a

set clk_period 1.8
set clk_io_pct 0.2

create_clock -name clk0 -period $clk_period

set non_clock_inputs [all_inputs -no_clocks]
set_input_delay [expr $clk_period * $clk_io_pct] -clock clk0 $non_clock_inputs
set_output_delay [expr $clk_period * $clk_io_pct] -clock clk0 [all_outputs]
==> flow_metrics.env <==
# physical design summary
export IMPL_setup_worst_path_start_class="input port"
export IMPL_rsz0062_at_grt="true"
export IMPL_power_density_mw_per_mm2=165
export IMPL_relSlewSlack_pct=83.9
export IMPL_setup_viol=0
export IMPL_hp_class="in -> out"
export IMPL_worstPathCellList="buf_6, or2_4, or4b_1, o22ai_1, buf_2"
export IMPL_critPathCaptureType="output port"
export IMPL_die_area_mm2=0.00640
export IMPL_yosys_area_um2=158
export IMPL_ys_seq_share_pct=0
export IMPL_final_cells=95
export IMPL_grt_overflow_total=0
export IMPL_top_cells_by_area="nor4_1 12%, nor4b_1 11%, xor2_1 11%"
export IMPL_core_area_mm2=0.00342
export IMPL_grt_pass1_vias=303
export IMPL_crit_arrival_ns=1.44
export IMPL_path_class="in -> out"
export IMPL_grt_pass1_wl_um=1320
export IMPL_drt_initial_drc_count=25
export IMPL_globalplace_congestion=0.789
export IMPL_max_freq_mhz=556
export IMPL_largest_area_cell="nor4_1"
export IMPL_dpl_cell_count=93
export IMPL_drive_above_1_share_pct=65.3
export IMPL_comb_area_um2=221
export IMPL_drt_wl_total_um=881
export IMPL_num_antenna_cells=0
export IMPL_top_area_share_pct=11.9
export IMPL_wl_per_cell_um=9.27
export IMPL_ff_count=0
export IMPL_worst_path_max_delay_cell="or4b_1"
export IMPL_drc=0
export IMPL_setup_tns_ns=0
export IMPL_synth_cell_types=15
export IMPL_lay_top_cells="11 x buf_4, 4 x buf_6, 4 x buf_2, 3 x clkdlybuf4s15_1"
export IMPL_die_x_um=80
export IMPL_avgSynthCellArea_um2=6.85
export IMPL_slew_violations=0
export IMPL_crit_required_ns=1.44
export IMPL_worstMarginPinSlew_ns=0.241
export IMPL_seq_area_um2=0
export IMPL_period_minus_slack_ns=1.80
export IMPL_grt_usage_pct=2.40
export IMPL_fillers=376
export IMPL_dieHeight_um=80
export IMPL_yosys_warnings=1
export IMPL_slowest_delay_ns=0.50
export IMPL_portBuffers=14
export IMPL_peakVddDrop_mv=0.0228
export IMPL_synth_cells=23
export IMPL_row_count=21
export IMPL_viasPerCell=3.17
export IMPL_postCtsHoldBufs=0
export IMPL_pre_cts_slack_ns=-0.687
export IMPL_antenna_found_initial=0
export IMPL_drtPass1Iterations=4
export IMPL_fp_util_pct=4.62
export IMPL_synth_area_um2=158
export IMPL_max_cap_viol_count=0
export IMPL_hold_viol=0
export IMPL_pin_count=16
export IMPL_hpwl_um=676
export IMPL_ant_nets=0
export IMPL_area_delta_synth_final_pct=214
export IMPL_finalCritPeriodShare_pct=99.9
export IMPL_path_max_fanout=2
export IMPL_clkbuf_count=0
export IMPL_status="finished clean"
export IMPL_grt_start_max_net_pins=6
export IMPL_worst_slack_ns=0.00247
export IMPL_power_mw=0.0818
export IMPL_layout_cells_most_common="buf_4"
export IMPL_power_leakage_nw=0.196
export IMPL_timing_hold_ws_ns=1.02
export IMPL_ys_cells=23
export IMPL_log_warning_count=36
export IMPL_via_count=301
[worst paths after layout]
kind              startpoint         to  slack [ns]  cells after the start
setup / recovery      dec[4]  salida[0]       0.002                      5
hold / removal        dec[4]  salida[3]        1.02                      4
[critical path, delay by kind of cell]
| family | cells | cell delay, ns |
|---|---|---|
| and+or+nand+nor | 2 | 0.74 |
| buffers and inverters | 2 | 0.21 |
| AOI/OAI and AO/OA | 1 | 0.13 |
[cell usage after synthesis]
| library cell | count |
|---|---|
| a211oi_1 | 2 |
| or2_4 | 1 |
| nor3_1 | 3 |
| a21oi_1 | 1 |
| xor2_1 | 2 |
| nor2_1 | 2 |
| buf_2 | 1 |
| o22ai_1 | 1 |
| nor4b_1 | 2 |
| or4b_1 | 1 |
| a22oi_1 | 1 |
| o211a_1 | 1 |
| nor4_1 | 3 |
| nand2_1 | 1 |
| maj3_1 | 1 |
[per-stage QoR]
stage	area [um2]	utilization (%)
2_1_floorplan	158	-
3_3_place_gp	433	12.7
3_5_place_dp	433	12.7
4_1_cts	457	13.4
5_1_grt	495	14.5
6_report	495	14.5
[report_power, final]
| part | total, mW | switching, mW | internal (mW) |
|---|---|---|---|
| Clock | 0 | 0 | 0 |
| Combinational | 0.0818 | 0.0364 | 0.0453 |
| Sequential | 0 | 0 | 0 |
| Total | 0.0818 | 0.0364 | 0.0453 |
[layout make-up]
type                            count  area share [%]
Multi-Input combinational cell     22            44.7
Timing Repair Buffer               27            43.7
Tap cell                           46            11.6
[logic make-up after synthesis]
group           Yosys count  synth area share [%]
xor+xnor                  2                  11.1
fa+ha+maj                 1                  6.35
buf+inv                   1                  3.17
compound gates            6                  27.8
simple gates             13                  51.6
[routing by layer]
layer  vias to the layer above  track usage, %  wire length [um]  share of wire [%]
met5                         -               0                 0                  0
met4                         0               0                 0                  0
met1                       139            3.36               395                 45
li1                        152               -                 -                  -
met3                         0           0.682               108                 12
met2                        10            3.77               378                 43
[timing repair]
item	4_1_cts	5_1_grt
setup buffers	2	0
gates resized	41	13
pin swaps	13	10
setup endpoints to repair	4	4
