===== design/flow/constraint.sdc =====
current_design ejercicio3c

set clk_period 1.0
set clk_io_pct 0.2

create_clock -name clk0 -period $clk_period

set non_clock_inputs [all_inputs -no_clocks]
set_input_delay [expr $clk_period * $clk_io_pct] -clock clk0 $non_clock_inputs
set_output_delay [expr $clk_period * $clk_io_pct] -clock clk0 [all_outputs]

===== design/flow/design.v =====
module ejercicio3c (
    input wire clk,
    input wire reset,
    output reg [2:0] salidas,   
    input wire [7:0] entradas
);
    always @(*) begin
            casez (entradas)
                8'b1???????: salidas = 3'b111;
                8'b01??????: salidas = 3'b110;  
                8'b001?????: salidas = 3'b101;  
                8'b0001????: salidas = 3'b100;  
                8'b00001???: salidas = 3'b011;  
                8'b000001??: salidas = 3'b010;  
                8'b0000001?: salidas = 3'b001;  
                8'b00000001: salidas = 3'b000;  
                8'b00000000: salidas = 3'bxxx;
                default: salidas = 3'bxxx;  
            endcase
    end
endmodule

===== design/flow/config.mk =====
export PLATFORM = sky130hd
export DESIGN_NAME = ejercicio3c
export DESIGN_NICKNAME = ejercicio3c
export VERILOG_FILES = /design/flow/design.v
export SDC_FILE = /design/flow/constraint.sdc
export NUM_CORES = 4
export LEC_CHECK = 1
export CORE_AREA = 10 10 70 70
export DIE_AREA = 0 0 80 80

===== design/flow/run.sh =====
#!/bin/bash
# OpenROAD 26Q1-2900-gdf79404cd8, Yosys 0.63+post, stock flow scripts
make -C /OpenROAD-flow-scripts/flow DESIGN_CONFIG=/design/flow/config.mk WORK_HOME=/design/flow/orfs finish

==> flow_summary.yaml <==
# physical design summary
outcome:
  status: "finished, violations left"
  violations: "negative setup slack"
setup_path:
  crit_path_end_kind: "output port"
  worst_setup_path_start_kind: "input pin"
  path_class: "input pin to output port"
  crit_path_max_fanout: 2
  required_ps: 800
  cp.arrival_ps: 870
logic_synthesis:
  ys_sh_mux_pct: 0
  simple_gate_area_share_pct: 48.4
  compound_area_share_pct: 41.9
  xor_share_pct: 0
  ys_cells: 13
  syn_area_um2: 77.6
  syn_inst: 13
  ys_seq_share_pct: 0
  yosysChipArea_um2: 77.6
  yosys_warnings: 1
  ys_sh_adder_pct: 0
  synthTopLogicFamily: "simple AND/OR/NAND/NOR gates"
  synth.avg_cell_area_um2: 5.97
  synth_cell_type_count: 11
sta:
  period_needed_ps: 1070
  maxSlewHeadroom_pct: 83.8
  report.final.hold_viol_count: 0
  max_freq_mhz: 938
  fin_ws_ps: -66.5
  slew_violations: 0
  holdWs_ps: 644
  setup_viol: 3
  tightestPinTransition_ps: 240
  fin_crit_sh_pct: 107
  rsz0062_at_grt: "true"
run:
  drv_cap: 0
  tool_warnings: 36
grt:
  antenna_found_initial: 0
  grt_pass1_vias: 155
  overflow: 0
  grtUsageTotal_pct: 1.48
  grt_max_degree: 5
  grt_pass1_wl_um: 765
final_layout:
  ff_latch_area_um2: 0
  clkbuf_count: 0
  fill_cells: 405
  syn2layout_area_growth_pct: 290
  ff_count: 0
  comb_area_um2: 121
  drive_gt1_share_pct: 74.1
  final_area_um2: 303
worst_hold_path:
  holdCritStartpoint: "entradas[7]"
  worstHoldPathType: "input pin to output port"
  whs_endpoint: "salidas[2]"
  whs_path_depth: 4
die:
  core_mm2: 0.00342
  die_x_um: 80
  initial_utilization_pct: 2.27
  die-height_um: 80
  die_area_mm2: 0.00640
  fp-row-count: 21
  ios: 13
detailed_routing:
  totalWireLength_um: 518
  n_antenna_cell: 0
  remaining_drc_errors: 0
  wl_per_cell_um: 7.10
  vias_per_cell: 2.08
  dr.first_iter.drc_count: 5
  firstDrtPassIters: 3
  vias: 152
  ant_nets: 0
power:
  pwr_density_cell_mw_per_mm2: 305
  p_leak_nw: 0.106
  peakVddDrop_v: 0.0000384
place:
  placed_cell_area_um2: 268
  io_buffers: 11
  place_congestion: 0.780
  dp_slack_ps: -853
cts:
  hold_buffers: 0
  cts_setup_buffers: 0
metrics by stage:
step           cells  utilization, %  total power, mW  TNS (ps)
2_1_floorplan     13               -           0.0124         0
3_3_place_gp      73            7.84           0.0769     -2500
3_5_place_dp      73            7.84           0.0784     -2520
4_1_cts           73            8.10           0.0817      -224
5_1_grt           73            8.86            0.100      -258
6_report          73            8.86           0.0924      -140
cells in the final DEF (no fill, tap or decap):
cell / synthesis / layout
buf_4: 0 / 1
buf_6: 0 / 7
nor3_2: 0 / 1
nor2_1: 2 / 1
nor4_4: 0 / 2
o31ai_1: 1 / 1
a21oi_1: 1 / 1
inv_1: 2 / 2
nand2b_4: 0 / 1
nor2_4: 0 / 1
a31oi_1: 1 / 1
o41ai_2: 0 / 1
buf_2: 0 / 6
o21ai_1: 1 / 1
power by group:
| group | switching (mW) | internal (mW) | leakage, nW |
|---|---|---|---|
| sequential | 0 | 0 | 0 |
| combinational | 0.0399 | 0.0525 | 0.106 |
| clock | 0 | 0 | 0 |
layout make-up:
| type | count | area share [%] |
|---|---|---|
| Inverter | 2 | 2.48 |
| Multi-Input combinational cell | 11 | 40.1 |
| Timing Repair Buffer | 14 | 38.4 |
| Tap cell | 46 | 19.0 |
critical path: stages:
cell and delay [ps]:
buf_6 100, buf_6 110, nand2b_4 120, a31oi_1 140, o21ai_1 80, buf_2 120
worst max-delay path by stage:
stage,endpoint,startpoint,depth (start not counted),slack (ps)
CTS,salidas[1],entradas[0],6,-100
finish,salidas[0],entradas[1],6,-70
global route,salidas[1],entradas[1],6,-110
routing by layer:
metal | track usage, % | vias to the layer above | routed length [um]
li1 | - | 79 | -
met4 | 0 | 0 | 0
met5 | 0 | - | 0
met2 | 2.41 | 7 | 249
met1 | 1.85 | 66 | 198
met3 | 0.682 | 0 | 71
logic make-up after synthesis:
kind of cell           Yosys count
AOI/OAI and AO/OA                5
buffers and inverters            2
and+or+nand+nor                  6
repair_timing:
item,CTS,global route
resized,54,4
pin swaps,7,3
endpoints found under the setup margin,3,3
cells in the mapped netlist:
cell | n | share of area (%)
inv_1 | 2 | 9.7
nor2_1 | 2 | 9.7
a21oi_1 | 1 | 6.4
a31oi_1 | 1 | 8.1
nand2b_1 | 1 | 8.1
nor3_1 | 1 | 6.4
nor4_1 | 1 | 8.1
nor4_2 | 1 | 16
o21ai_1 | 1 | 6.4
o31ai_1 | 1 | 9.7
o41ai_1 | 1 | 11
Power and IR drop assume default switching activity.
