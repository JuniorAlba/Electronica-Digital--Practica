### ./design.v
module ejercicio3b (
    input wire clk,
    input wire reset,
    output reg [9:0] salida,   
    input wire [3:0] entrada
);
    always @(*) begin
        case (entrada)
            4'b0000: salida = 10'b0000000001;  
            4'b0001: salida = 10'b0000000010;  
            4'b0010: salida = 10'b0000000100;  
            4'b0011: salida = 10'b0000001000;  
            4'b0100: salida = 10'b0000010000;  
            4'b0101: salida = 10'b0000100000;  
            4'b0110: salida = 10'b0001000000;  
            4'b0111: salida = 10'b0010000000;  
            4'b1000: salida = 10'b0100000000;  
            4'b1001: salida = 10'b1000000000;  
            4'b1111: salida = 10'b0000000000;  
            default: salida = 10'bxxxxxxxxxx;  
        endcase
    end
endmodule
### ./run.sh
#!/bin/bash
# OpenROAD 26Q1-2900-gdf79404cd8, Yosys 0.63+post, stock flow scripts
make -C /OpenROAD-flow-scripts/flow DESIGN_CONFIG=/design/flow/config.mk WORK_HOME=/design/flow/orfs finish
### ./config.mk
export PLATFORM = sky130hd
export DESIGN_NAME = ejercicio3b
export DESIGN_NICKNAME = ejercicio3b
export VERILOG_FILES = /design/flow/design.v
export SDC_FILE = /design/flow/constraint.sdc
export NUM_CORES = 4
export LEC_CHECK = 1
export CORE_AREA = 10 10 70 70
export DIE_AREA = 0 0 80 80
### ./constraint.sdc
current_design ejercicio3b

set clk_period 1.0
set clk_io_pct 0.2

create_clock -name clk0 -period $clk_period

set non_clock_inputs [all_inputs -no_clocks]
set_input_delay [expr $clk_period * $clk_io_pct] -clock clk0 $non_clock_inputs
set_output_delay [expr $clk_period * $clk_io_pct] -clock clk0 [all_outputs]
==> GITHUB_STEP_SUMMARY <==
### Flow metrics

| Metric | Value |
|---|---|
| Setup repair after global routing missed its margin | `true` |
| Crit path max fanout | `4` |
| Leak Pwr | `around 0.00021 µW` |
| Yosys cell count | `13` |
| Die Area | `around 6400 µm²` |
| Top cell area share | `0.201` |
| Final setup viols | `4` |
| Vias in the first global route | `~250` |
| Via count | `206` |
| Residual DRC count | `0` |
| Die height | `80 µm` |
| Top-count cell post-synth | `buf_6` |
| First-pass GRT wire length | `1350 µm` |
| GR Overflow Total | `0` |
| Fillers | `399` |
| Tool warnings | `36` |
| Post-route ant nets | `0` |
| DRT Pass-1 Iters | `2` |
| Cts hold-fix bufs | `0` |
| Non-filler cells, final | `83` |
| Yosys chip area | `roughly 170 µm²` |
| Cell type with the largest total area | `buf_6` |
| Max IR drop VDD | `0.0940 mV` |
| Max_slew headroom | `0.876` |
| Most frequent cells after synthesis | `buf_6, and4bb_1, nor4b_2` |
| Reg power frac | `0` |
| Critical path class | `in -> out` |
| Setup_tns | `-0.432 ns` |
| Final worst setup slack | `-0.126 ns` |
| Top Ports | `16` |
| Total routed wirelength | `807 µm` |
| DR WL/cell | `just under 10 µm` |
| DR vias/cell | `between 2 and 2.5` |
| Hpwl dp | `478 µm` |
| Final worst path period share | `1.13` |
| Failing checks | `negative setup slack` |
| Crit path DAT | `0.93 ns` |
| Max_cap viols | `0` |
| Crit path time final | `1.13 ns` |
| Worst slew pin tran | `0.184 ns` |
| Fraction of layout cells with a size suffix above 1 | `0.892` |
| Yosys warns | `1` |
| Placed insts | `about 74` |
| Clkbuf count | `0` |
| Iter 0 DRT Violations | `6` |
| Internal power | `89.7 µW` |
| ANT cells | `0` |
| Power density cells | `roughly 310 nW/µm²` |
| HP Class | `in -> out` |
| Initial antenna violation count | `0` |
| Syn_area_per_cell | `12.9 µm²` |
| Flop area | `0 µm²` |
| Main area contributors after synthesis | `buf_6, nor4b_2, and4bb_1` |
| Routability Congestion | `about 0.7` |
| Largest net degree at the start of global routing | `9` |
| Seq share, synth | `0` |
| Critical path startpoint category | `input port` |
| Distinct lib cells used | `9` |
| Clock Power Share | `0` |
| Switching power | `49.8 µW` |
| Port bufs | `14` |
| Post-Syn Instances | `13` |
| Die X | `80 µm` |
| Flip-flops | `0` |
| Area grow syn2layout | `165%` |
| Max Clk Rate | `between 800 and 900 MHz` |
| Final Hold Fails | `0` |
| Rows | `21` |
| Core box area | `between 3000 and 4000 µm²` |
| Sw Ratio | `0.357` |
| Total track usage | `0.0263` |
| Fin. max-slew vios | `0` |
| Status | `finished with violations` |
| Logic pwr share | `1.000` |
| Worst setup EP type | `output pin` |
| Cell area after synthesis | `168 µm²` |
| Fp_density | `0.0491` |
| CP required | `about 0.80 ns` |
## routing by layer
layer	wire length, µm	vias up	GRT usage
li1	-	102	-
met1	506	90	0.0468
met2	169	14	0.0257
met3	132	0	0.0125
met4	0	0	0
met5	0	-	0
## cell families after synthesis
family                 synth area share
and+or+nand+nor                   0.799
buffers and inverters             0.201
## path summary, 6_finish.rpt
check / startpoint / to / slack, ns / cells past startpoint
worst max-delay path: entrada[2] / salida[2] / -0.13 / 5
worst min-delay path: entrada[0] / salida[4] / 0.65 / 3
## placed cells by master (no fill, tap or decap)
master,instances
and4bb_1,2
nor4b_4,2
and3b_1,1
buf_6,8
and4b_1,1
buf_4,5
clkbuf_4,1
buf_2,10
nor4bb_4,1
nor4b_2,1
buf_8,3
nor3b_2,1
nor4_2,1
## critical path, cell delays in order
cell and delay (ns):
buf_8 0.10, buf_6 0.12, buf_6 0.11, nor4b_4 0.25, buf_2 0.15
## per-stage QoR
step / utilization / area, µm² / hold WS, ns / power [µW] / setup slack [ns]
5_1_grt: 0.130 / 444 / 0.675 / 152 / -0.169
4_1_cts: 0.129 / 442 / 0.730 / 139 / -0.135
6_report: 0.130 / 444 / 0.650 / 139 / -0.126
3_3_place_gp: 0.106 / 362 / 1.42 / 90.9 / -0.832
3_5_place_dp: 0.106 / 362 / 1.42 / 91.8 / -0.850
2_1_floorplan: - / 168 / 0.412 / 44.0 / 0.262
## layout make-up
type	count	area [µm²]	area share
timing repair buffer	27	230	0.518
multi-input combinational	10	156	0.352
tap	46	57.6	0.130
## power by group through the flow
stage     Clock, µW  Sequential [µW]  Combinational [µW]
6_report          0                0                 139
5_1_grt           0                0                 152
4_1_cts           0                0                 139
## what timing repair did
action | 4_1_cts | 5_1_grt
gates cloned | 2 | 0
resized | 69 | 3
setup endpoints to repair | 10 | 7
pin swaps | 4 | 3
setup buffers | 7 | 2
Power and IR drop assume default switching activity.
